`flow/design.v`:
```
module clkdiv #(parameter FREQ=1) ( 
	input clk, rst,
	output reg clk_div
);
localparam CLK_FREQ=50_000_000; 
localparam COUNT_MAX=CLK_FREQ/(2*FREQ);
reg [31:0] count;
always @(posedge clk or posedge rst) begin
	if (rst)
		count<=32'b0;
	else if (count==COUNT_MAX-1)
		count<=32'b0;
	else 
		count<=count+1;
end
always @(posedge clk or posedge rst) begin
	if(rst)
		clk_div<=4'b0;
	else if (count==COUNT_MAX-1) 
		clk_div<=~clk_div;
	else
		clk_div<=clk_div;
end
endmodule
module d_ff (
	input slow_clk,D,
	output reg Q
);
always @(posedge slow_clk) begin
	Q<=D;
end
endmodule
module brazo (
    input clk, rst,
    input [9:0] sw,
    input btn_pinza,
    output reg [3:0] pwm_out
);
    wire slow_clk;
    wire [9:0] debouncer_pb;
    parameter frecuencia_base = 50_000_000;
    parameter frecuencia_final = 50;
    parameter cuentas_por_periodo = frecuencia_base / frecuencia_final;
    reg [31:0] DC [3:0];
    reg [31:0] ctr;
    clkdiv #(.FREQ(20)) u1(
        .clk(clk),
        .rst(rst),
        .clk_div(slow_clk)
    );
    genvar i;
    generate
        for (i = 0; i < 10; i = i + 1) begin : debouncer_gen
            debouncer2 d(
                .pb1(~sw[i]),
                .rst(rst),
                .pb_out(debouncer_pb[i]),
                .clk(clk)
            );
        end
    endgenerate
    always @(posedge slow_clk or posedge rst) begin
        if (rst) begin
            DC[0] <= 32'd25_000;
            DC[1] <= 32'd25_000;
            DC[2] <= 32'd25_000;
            DC[3] <= 32'd25_000;
        end else begin
            if (debouncer_pb[0] && DC[0] < 32'd150_000) 
                DC[0] <= DC[0] + 32'd5000;
            else if (debouncer_pb[1] && DC[0] > 32'd5000)
                DC[0] <= DC[0] - 32'd5000;
            if (debouncer_pb[2] && DC[1] < 32'd150_000) 
                DC[1] <= DC[1] + 32'd5000;
            else if (debouncer_pb[3] && DC[1] > 32'd5000)
                DC[1] <= DC[1] - 32'd5000;
            if (debouncer_pb[4] && DC[2] < 32'd150_000) 
                DC[2] <= DC[2] + 32'd5000;
            else if (debouncer_pb[5] && DC[2] > 32'd5000)
                DC[2] <= DC[2] - 32'd5000;
            if (~btn_pinza)
                DC[3] <= 32'd100_000;
            else if (btn_pinza)
                DC[3] <= 32'd25_000;
        end
    end
    always @(posedge clk) begin
        if (ctr < cuentas_por_periodo - 1)
            ctr <= ctr + 32'd1;
        else begin
            ctr <= 0;
        pwm_out[0] <= (ctr < DC[0]) ? 1'b1 : 1'b0;
        pwm_out[1] <= (ctr < DC[1]) ? 1'b1 : 1'b0;
        pwm_out[2] <= (ctr < DC[2]) ? 1'b1 : 1'b0;
        pwm_out[3] <= (ctr < DC[3]) ? 1'b1 : 1'b0;
		  end
    end
endmodule
module debouncer2 (
    input pb1,
	 input clk,
    input rst,  
    output pb_out
);
    wire Q0, Q1, Q2, Q2_bar,slow_clk;
	 clkdiv #(.FREQ(20)) u1(
		.clk(clk),
		.rst(rst),
		.clk_div(slow_clk)
		);
    d_ff d0 (slow_clk, pb1, Q0);
    d_ff d1 (slow_clk, Q0, Q1);
    d_ff d2 (slow_clk, Q1, Q2);
    assign Q2_bar = ~Q2;
    assign pb_out = Q1 & Q2_bar;
endmodule
```
`flow/run.sh`:
```
#!/bin/bash
# OpenROAD 26Q1-2900-gdf79404cd8, Yosys 0.63+post, stock flow scripts
make -C /OpenROAD-flow-scripts/flow DESIGN_CONFIG=/design/flow/config.mk WORK_HOME=/design/flow/orfs finish
```
`flow/config.mk`:
```
export PLATFORM = sky130hd
export DESIGN_NAME = brazo
export DESIGN_NICKNAME = brazo
export VERILOG_FILES = /design/flow/design.v
export SDC_FILE = /design/flow/constraint.sdc
export NUM_CORES = 4
export LEC_CHECK = 1
export CORE_UTILIZATION = 30
```
`flow/constraint.sdc`:
```
current_design brazo

set clk_period 7.0
set clk_io_pct 0.2

create_clock -name clk0 -period $clk_period [get_ports {clk}]

set non_clock_inputs [all_inputs -no_clocks]
set_input_delay [expr $clk_period * $clk_io_pct] -clock clk0 $non_clock_inputs
set_output_delay [expr $clk_period * $clk_io_pct] -clock clk0 [all_outputs]
```
==> reports/qor.yml <==
run_status: "completed"
post_route_setup_tns_ns: 0
wl_per_cell_um: 13.5
fillerInstances: 6182
post-route-period-util_pct: 40.5
stdcell_area_sq_mm: 0.0216
setup-violations-final: 0
floorplan.core_util_pct: 30.5
logic_area_sq_mm: 0.00967
hold_class: "reg2reg"
cp.arrival_ns: 1.43
antenna_found_initial: 1
detail_route.wirelength_um: 38500
ys_dominant_reg_cell: "dfrtp_1"
pin_count_of_the_biggest_net_entering_global_routing: 78
timing.hold.ws_ns: 0.467
min_delay_path_depth: 1
finalWeightedCongestion: 0.898
avgSynthCellArea_sq_um: 10.0
first_global_vias: 13600
finalHoldViolCount: 0
criticalPathCategory: "reg2out"
synth_chip_area_sq_mm: 0.0193
critPathMaxFanout: 1
detailedRoute.firstPassIterationCount: 5
power.ir.vdd_worst_v: 0.000195
cap_violations: 0
drtAntennaViolNets: 0
drive_above_1_share_pct: 5.81
number_of_design_rule_violations_left_by_the_first_detailed_router_iteration: 876
crit_path_largest_cell_delay_ns: 0.48
fp.dieW_um: 256
viasPerCell: 4.87
place.port_buffers: 12
grt_util_all_layers_pct: 12.4
grt_overflow_total: 0
ys_seq_elements: 374
cts-buffers-inserted: 30
regArea_sq_mm: 0.00915
timing.critical_path.cells: "clkdlybuf4s50_1"
worst_path_max_delay_cell: "clkdlybuf4s50_1"
cts_resized: 0
grt_first_pass_wirelength_um: 68100
enable_flop_cells: 4
total_number_of_vias: 13800
min_period_ns: 2.83
synth.cell_area_sq_mm: 0.0193
final.setup_skew_ns: 0.0111
timing.critical_path.depth: 1
ctsLongestPathBuffers: 3
ys_cells: 1931
asyncSetResetFlopFracSynth_pct: 85.6
pwr_density_cell_mw_per_mm2: 151
worst_setup_hold_path_clk_slew_ns: 0.06
coreArea_sq_mm: 0.0633
count_of_unclocked_register_or_latch_pins: 107
cts_tree: "built"
grt_setup_unrepaired: "no"
ys.warnings.count: 4
floorplan_die_height_um: 256
h-tree-depth: 1
unconstrained_endpoints: 107
ctsRootBufferMaster: "clkbuf_16"
placed_area_sq_mm: 0.0205
total_die_size_sq_mm: 0.0654
holdBufCountCts: 0
fmax_mhz: 353
synthCells: 1931
openroad.warnings: 35
start_kind: "register"
cp.buffers_inverters: 1
power_leakage_nw: 9.39
clock_insertion_delay_worst_skew_ns: 0.58
antenna_cells: 0
critical_path.endpoint_type: "primary output"
detail_placement_hpwl_um: 27300
max_slew.worst_pin.slew_ns: 0.823
rows: 92
cts_setup_buffers: 0
synthToLayoutAreaGrowth_pct: 11.7
design.portCount: 17
report.final.slew_viol_count: 0
worst_ep_required_time_ns: 5.60
synth.distinct_cells: 77
worst-r2r-cell-count: 8
remaining_drcs: 0
crit_family: "buffers and inverters"
seq_area_frac_synth_pct: 47.4
timing.max_slew.rel_slack_pct: 44.6
## layer usage
| layer | track usage, % | part of all wire, % |
|---|---|---|
| met1 | 20.0 | 50 |
| met2 | 18.6 | 43 |
| met5 | 0.585 | 0.14 |
| met4 | 2.20 | 2.2 |
| met3 | 1.44 | 4.0 |
## layout make-up
cell class / count / area share (%)
well taps: 846 / 4.91
inverters: 110 / 1.93
multi-input cells: 1430 / 44.8
repair buffers: 27 / 1.08
clock inverters: 14 / 0.818
clock buffers: 41 / 4.00
flip-flops and latches: 374 / 42.4
## cells by family after synthesis
group	synth area share, %
muxes	0.207
and+or+nand+nor	22.0
adders and majority gates	7.00
xor gates and xnor gates	14.1
AOI/OAI and AO/OA	6.45
DFF	47.4
other	0.0194
buffers and inverters	2.80
## final timing paths
kind	start	slack [ns]	endpoint
worst max-delay path	pwm_out[1]	4.17	pwm_out[1]
worst min-delay path	debouncer_gen[1].d.u1.count[31]	0.47	debouncer_gen[1].d.u1.count[31]
worst max register to register	ctr[9]	4.21	pwm_out[2]
worst min register to register	debouncer_gen[1].d.u1.count[31]	0.47	debouncer_gen[1].d.u1.count[31]
max in group asynchronous	rst	4.21	debouncer_gen[3].d.u1.count[24]
min in group asynchronous	rst	1.13	debouncer_gen[5].d.u1.count[23]
## cell usage in the layout, fill, tap and decap left out, drive strengths merged, types with 15 or more instances in the layout
master / instances
a21oi: 40
and3: 55
and4: 19
buf: 15
clkbuf: 41
dfrtp: 301
dfstp: 19
dfxtp: 50
ha: 108
inv: 111
nand2: 148
nand3: 123
nand4: 77
nor2: 195
nor2b: 20
nor3: 53
nor4: 53
nor4b: 21
o21ai: 48
xnor2: 207
xor2: 104
## registers in the layout, summed over array words and instances, names as in the netlist
name	flops
debouncer_gen.d.d0.Q	6
debouncer_gen.d.d2.Q	6
debouncer_gen.d.d1.Q	6
pwm_out	4
u1.clk_div	1
u1.count	32
ctr	32
DC	89
debouncer_gen.d.u1.clk_div	6
debouncer_gen.d.u1.count	192
## metrics by stage
stage / cells / setup slack, ns / total power [mW] / utilization, %
global placement: 2787 / 3.53 / 1.66 / 32.4
finish: 2842 / 4.17 / 3.26 / 34.1
global route: 2842 / 3.89 / 3.38 / 34.1
CTS: 2842 / 4.12 / 3.31 / 34.1
floorplan: 1942 / 1.35 / 1.63 / -
detailed placement: 2787 / 3.49 / 1.66 / 32.4
## where the power goes
part	switching, mW	leakage [nW]	total, mW	internal, mW
Sequential	0.00683	4.68	1.56	1.55
Combinational	0.0504	4.19	0.0706	0.0202
Clock	0.653	0.516	1.63	0.976
Total	0.710	9.39	3.26	2.55
## synthesized netlist by cell type (all sizes together), types with 2 or more instances
cell / count / area [sq um]
or3: 12 / 75.1
dfrtp: 301 / 7530
a2111oi: 3 / 45.1
inv: 110 / 413
a211oi: 8 / 72.6
and3: 55 / 344
nand2: 148 / 556
and2: 9 / 56.3
nor3: 53 / 282
o21ai: 48 / 244
a221o: 2 / 20.0
nand3b: 2 / 15.0
ha: 108 / 1350
and4: 19 / 169
dfxtp: 50 / 1000
o31a: 5 / 43.8
nor2b: 20 / 133
nand2b: 6 / 37.5
dfstp: 19 / 499
nand4: 77 / 488
a21o: 12 / 90.1
a22oi: 6 / 45.0
or4: 9 / 67.6
nor4b: 21 / 184
a31o: 2 / 17.5
xnor2: 207 / 1810
nor4: 53 / 359
o32ai: 3 / 26.3
a21oi: 40 / 208
a31oi: 9 / 62.6
or2: 2 / 12.5
edfxtp: 4 / 120
o41ai: 5 / 43.8
o311ai: 3 / 26.3
nand4b: 3 / 41.3
nand3: 123 / 621
clkbuf: 15 / 56.3
o22ai: 2 / 12.5
mux2i: 4 / 40.0
buf: 13 / 71.3
o31ai: 14 / 105
nor2: 195 / 737
xor2: 104 / 911
o211ai: 7 / 52.6
nor3b: 5 / 37.5
Power is estimated from default activity; no workload was simulated.
