--- flow/config.mk ---
export PLATFORM = sky130hd
export DESIGN_NAME = brazo3
export DESIGN_NICKNAME = brazo3
export VERILOG_FILES = /design/flow/design.v
export SDC_FILE = /design/flow/constraint.sdc
export NUM_CORES = 4
export LEC_CHECK = 1
export CORE_UTILIZATION = 50
--- flow/constraint.sdc ---
current_design brazo3

set clk_period 4.1
set clk_io_pct 0.2

create_clock -name clk0 -period $clk_period [get_ports {clk}]

set non_clock_inputs [all_inputs -no_clocks]
set_input_delay [expr $clk_period * $clk_io_pct] -clock clk0 $non_clock_inputs
set_output_delay [expr $clk_period * $clk_io_pct] -clock clk0 [all_outputs]
--- flow/design.v ---
module clkdiv #(parameter FREQ=1) ( 
	input clk, rst,
	output reg clk_div
);
localparam CLK_FREQ=50_000_000; 
localparam COUNT_MAX=CLK_FREQ/(2*FREQ);
reg [31:0] count;
always @(posedge clk or posedge rst) begin
	if (rst)
		count<=32'b0;
	else if (count==COUNT_MAX-1)
		count<=32'b0;
	else 
		count<=count+1;
end
always @(posedge clk or posedge rst) begin
	if(rst)
		clk_div<=4'b0;
	else if (count==COUNT_MAX-1) 
		clk_div<=~clk_div;
	else
		clk_div<=clk_div;
end
endmodule
module d_ff (
	input slow_clk,D,
	output reg Q
);
always @(posedge slow_clk) begin
	Q<=D;
end
endmodule
module brazo3 (
    input clk,
    input rst,
    input btn_pinza,
    output reg pwm_out
);
	wire slow_clk;
    wire [9:0] debouncer_pb;
    parameter frecuencia_base = 50_000_000;
    parameter frecuencia_final = 50;
    parameter cuentas_por_periodo = frecuencia_base / frecuencia_final;
    reg [31:0] DC [3:0];
    reg [31:0] ctr;
    clkdiv #(.FREQ(20)) u1(
        .clk(clk),
        .rst(rst),
        .clk_div(slow_clk)
    );
    genvar i;
    generate
        for (i = 0; i < 10; i = i + 1) begin : debouncer_gen
            debouncer2 d(
                .pb1(~sw[i]),
                .rst(rst),
                .pb_out(debouncer_pb[i]),
                .clk(clk)
            );
        end
    endgenerate
    always @(posedge slow_clk or posedge rst) begin
        if (rst) begin
            DC[0] <= 32'd25_000;
            DC[1] <= 32'd25_000;
            DC[2] <= 32'd25_000;
            DC[3] <= 32'd25_000;
        end else begin
            if (debouncer_pb[0] && DC[0] < 32'd150_000) 
                DC[0] <= DC[0] + 32'd5000;
            else if (debouncer_pb[1] && DC[0] > 32'd5000)
                DC[0] <= DC[0] - 32'd5000;
            if (debouncer_pb[2] && DC[1] < 32'd150_000) 
                DC[1] <= DC[1] + 32'd5000;
            else if (debouncer_pb[3] && DC[1] > 32'd5000)
                DC[1] <= DC[1] - 32'd5000;
            if (debouncer_pb[4] && DC[2] < 32'd150_000) 
                DC[2] <= DC[2] + 32'd5000;
            else if (debouncer_pb[5] && DC[2] > 32'd5000)
                DC[2] <= DC[2] - 32'd5000;
            if (~btn_pinza)
                DC[3] <= 32'd100_000;
            else if (btn_pinza)
                DC[3] <= 32'd25_000;
        end
    end
    always @(posedge clk) begin
        if (ctr < cuentas_por_periodo - 1)
            ctr <= ctr + 32'd1;
        else begin
            ctr <= 0;
        pwm_out <= (ctr < DC[3]) ? 1'b1 : 1'b0;
		  end
    end
endmodule
module debouncer2 (
    input pb1,
	 input clk,
    input rst,  
    output pb_out
);
    wire Q0, Q1, Q2, Q2_bar,slow_clk;
	 clkdiv #(.FREQ(20)) u1(
		.clk(clk),
		.rst(rst),
		.clk_div(slow_clk)
		);
    d_ff d0 (slow_clk, pb1, Q0);
    d_ff d1 (slow_clk, Q0, Q1);
    d_ff d2 (slow_clk, Q1, Q2);
    assign Q2_bar = ~Q2;
    assign pb_out = Q1 & Q2_bar;
endmodule
--- flow/run.sh ---
#!/bin/bash
# OpenROAD 26Q1-2900-gdf79404cd8, Yosys 0.63+post, stock flow scripts
make -C /OpenROAD-flow-scripts/flow DESIGN_CONFIG=/design/flow/config.mk WORK_HOME=/design/flow/orfs finish
==> CHANGELOG.md <==
## Flow update

* Outcome: complete, no violations
* Worst Min Path Start: u1.count[31]$_DFF_PP0_
* ANT nets after route at 0
* Core ar. at 5990 um^2
* Register pins left without a clock at 2
* Top delay family on crit path: simple AND/OR/NAND/NOR gates
* Crit. End Element: register
* Drc violations at 0
* Req. time, crit path at about 4200 ps
* Reg2Reg Depth at 5
* Slew HR at 0.570
* TritonCTS clock tree: built
* Biggest area cells: dfrtp_1, dfxtp_1, xnor2_1
* WL met1 at about 2.7 mm
* Initial DRC count at just under 100
* OpenROAD warning count at 25
* Period minus WS final at about 2200 ps
* Top-count cell post-synth: dfrtp_1
* Clk slew on worst S/H paths at 70 ps
* Final setup fails at 0
* CTS Root Cell: clkbuf_8
* Reg power frac at 0.467
* Reg-to-reg endpoint: pwm_out$_DFFE_PP_
* WL/cell at approximately 14 um
* Crit path from: ctr[0]$_SDFF_PP0_
* Reg area at approximately 1500 um^2
* Post-layout period usage at 0.535
* CP arrival at between 2000 and 2500 ps
* Post-CTS Resized at 0
* Final Wtd Congestion at approximately 0.81
* Row count at 28
* Yosys cell count at 291
* Post-CTS setup buffer count at 0
* DR vias/cell at 5.51
* Slowest CP cell: and3_2
* Number of port buffers at 3
* Endpoints left unconstrained at 2
* Comb power frac at 0.008
* Die width at ~80 um
* Synthesized area per cell at 10.8 um^2
* Die height at around 80 um
* Yosys cell types at roughly 53
* Hold Slack at 488 ps
* Dominant flop cell: dfrtp_1
* Chip area in the Yosys report at about 3100 um^2
* Post-synth top area cell: dfrtp_1
* Initial antenna violation count at 0
* Number of cells on the critical path at 5
* DR vias at 2145
* Clock Tree Buf Depth at 2
* Combinational Area at about 1500 um^2
* Internal Power at around 1.1 mW
* Layout cell share with drive strength beyond 1 at 0.115
* Worst slew pin tran at 640 ps
* Maxcap violations at 0
* Sum Neg Setup Slack at 0 ps
* Cell chain of the critical path: ha_1 -> nand3_1 -> o2111ai_1 -> and3_2 -> or2_2
* Total die size at between 6000 and 7000 um^2
* Post-DP HPWL at roughly 3.6 mm
* Reg2reg setup slack at between 1500 and 2000 ps
* Largest stage delay on the critical path at around 500 ps
* DRT Wirelength at 5.46 mm
* N_diodes at 0
* Met3 wire length at ~190 um
* GRT Overall Usage at 0.193
* Hold_buf cts at 0
* Layout fillers at roughly 490
* Ys flops at 68
* Startpoint Class: register
* Final-report hold violation count at 0
* Post-synth ARST share at 0.515
* Met2 WL at around 2.6 mm
* Max IR drop VDD at 0.000260 V
* Area delta synth->final at 12.5%
* Worst Path Max Fanout at 21
* Switching share of power at 0.187
* FMAX at around 0.46 GHz
* Post-synth EDFFs at 1
* Critical path buffers and inverters at 0
* Global-route wire length before repair at about 9.5 mm
* Largest net degree at the start of global routing at 36
* Power density cells at approximately 400 nW/um^2
* FP Util at 0.523
* Worst hold-check path type: reg -> reg
* H-tree Lvls at 3
* Grt total ovfl at 0
* Post-Syn Area at ~3100 um^2
* RSZ-0062 raised after global routing: false
* Worst Skew at approximately 7.5 ps
* DR pass1 iterations at 4
* Syn. warnings at 24
* Setup crit end: pwm_out$_DFFE_PP_
* Setup Crit Path Kind: reg -> reg
* Reg2reg start: ctr[0]$_SDFF_PP0_
* Pins over their slew limit at 0
* Late-Pin Clk Latency at 340 ps
* Number of global-route vias before repair at 1958
* Total power at ~1.4 mW
* Area share, top type at 0.272
* Post-synth top cells: dfrtp_1, dfxtp_1, xnor2_1
* Mapped Cells at approximately 290
* Top Layer Used: met4
* CTS buffer count at 9
* Leak Pwr at approximately 1.5 nW
* Clk pwr share at 0.525
* Switching power at roughly 0.26 mW
* Synth Seq Share at 0.494
* IO Pins at 4
cell type report:
cell class,instances,area share
multi-input combinational,219,0.437
inverter,6,0.00639
clock buffer,10,0.0391
clock inverter,6,0.0391
sequential,68,0.439
tap,75,0.0266
timing repair buffer,5,0.0128
layout by cell type, fill, tap and decap left out, drive strengths merged, types with 2 or more instances in the layout:
| cell | instances |
|---|---|
| xor2 | 14 |
| clkdlybuf4s50 | 3 |
| nand3 | 22 |
| nor3b | 2 |
| dfxtp | 32 |
| nor3 | 17 |
| or3 | 4 |
| o21ai | 6 |
| dfrtp | 34 |
| a211oi | 5 |
| mux2i | 3 |
| o31ai | 2 |
| a21o | 2 |
| ha | 9 |
| clkinv | 2 |
| nor4b | 3 |
| bufinv | 4 |
| nand2 | 15 |
| and4 | 6 |
| nor2 | 13 |
| or4 | 2 |
| and3 | 9 |
| xnor2 | 27 |
| nand4 | 20 |
| inv | 6 |
| conb | 12 |
| clkbuf | 10 |
| buf | 2 |
| nor4 | 14 |
state kept, by name, indices dropped and copies added, names as in the netlist:
name,cells
DC,2
u1.clk_div,1
ctr,32
pwm_out,1
u1.count,32
stage by stage:
stage / std cells / instance area [um^2] / worst slack [ps] / util
floorplan: 302 / 3170 / 2500 / -
global placement: 373 / 3250 / 2030 / 0.542
detailed placement: 373 / 3250 / 1910 / 0.542
CTS: 389 / 3520 / 1900 / 0.588
global route: 389 / 3520 / 1660 / 0.588
finish: 389 / 3520 / 1910 / 0.588
how the worst min path moves through the flow:
stage,end,slack [ps],depth (start not counted)
4_1_cts,ctr[0]$_SDFF_PP0_,490,1
5_1_grt,u1.clk_div$_DFFE_PP0N_,500,1
6_report,u1.count[31]$_DFF_PP0_,490,1
cells by family (layout without fill, tap and decap cells):
kind of cell | Yosys count | in the layout | synth area share
muxes | 3 | 3 | 0.00959
AOI/OAI and AO/OA | 20 | 20 | 0.0464
xor gates and xnor gates | 41 | 41 | 0.115
DFF | 68 | 68 | 0.494
buffers and inverters | 15 | 27 | 0.0272
other | 1 | 12 | 0.00120
and+or+nand+nor | 134 | 134 | 0.271
adders and majority gates | 9 | 9 | 0.0360
power by group through the flow:
| stage | logic [mW] | registers [mW] | clock network [mW] |
|---|---|---|---|
| 6_report | 0.0111 | 0.655 | 0.736 |
| 5_1_grt | 0.0135 | 0.655 | 0.781 |
| 4_1_cts | 0.0119 | 0.655 | 0.760 |
metal layers:
| layer | GRT usage | vias to the layer above |
|---|---|---|
| met5 | 0 | - |
| met2 | 0.300 | 32 |
| li1 | - | 1096 |
| met4 | 0.0196 | 0 |
| met3 | 0.0410 | 4 |
| met1 | 0.303 | 1013 |
Power and IR drop assume default switching activity.
